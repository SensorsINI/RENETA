File: flow/design.v
package definesPkg;
    parameter NUM_PE        = 16;            
    parameter MAX_N         = 256;  
    parameter MAX_M         = 256;  
    parameter MAX_NoP       = MAX_N/NUM_PE;  
    localparam NZL_HA_BW    = $clog2(MAX_NoP*MAX_M);     
    localparam MAX_CNT      = (MAX_N>MAX_M)? (MAX_N):(MAX_M);
    localparam NT_BW        = $clog2(MAX_M+1);
    parameter sig_width     = 7;
    parameter exp_width     = 8;
    parameter ieee_compliance = 0;
    localparam WEIGHT_BW    = 1 + exp_width + sig_width;
    localparam ACT_BW       = 1 + exp_width + sig_width;
    localparam ACC_BW       = 1 + exp_width + sig_width;
    localparam DATA_BYTE    = 2;     
    localparam PROC_BW      = 4;
    localparam NUM_FUNC     = 4;
    localparam CFG_BW       = PROC_BW + NT_BW + $clog2(MAX_M) + $clog2(NUM_FUNC) + $clog2(MAX_CNT)*3 + $clog2(MAX_N);  
    typedef enum logic [PROC_BW-1:0]  { PROC_IDLE,
                                        PROC_MxV,
                                        PROC_MTxV,
                                        PROC_VXV,
                                        PROC_MxV_SP,
                                        PROC_MTxV_SP,
                                        PROC_VXV_SP} PROC_t;
    typedef enum logic [$clog2(NUM_FUNC)-1:0] { FUNC_NONE,
                                                FUNC_ReLU,
                                                FUNC_sigmoid,
                                                FUNC_tanh} FUNC_t;
    typedef struct packed {
        PROC_t                              proc;
        logic [NT_BW-1:0]                   nt;
        logic [$clog2(MAX_M)-1:0]           t;
        FUNC_t                              func;
        logic [$clog2(MAX_CNT)-1:0]         cnt0;
        logic [$clog2(MAX_CNT)-1:0]         cnt1;
        logic [$clog2(MAX_CNT)-1:0]         cnt2;
        logic [$clog2(MAX_N)-1:0]           n1;
    } cfg_t;
endpackage
module BRAM_SDP_1C #(
  parameter RAM_WIDTH = 16,                        
  parameter RAM_DEPTH = 1024,                      
  parameter RAM_PERFORMANCE = "HIGH_PERFORMANCE",  
  parameter INIT_FILE = ""                         
) (
  input [$clog2(RAM_DEPTH)-1:0] addra,  
  input [$clog2(RAM_DEPTH)-1:0] addrb,  
  input [RAM_WIDTH-1:0] dina,           
  input clka,                           
  input wea,                            
  input enb,                            
  input rstb,                           
  input regceb,                         
  output [RAM_WIDTH-1:0] doutb          
);
  reg [RAM_WIDTH-1:0] BRAM [RAM_DEPTH-1:0];
  reg [RAM_WIDTH-1:0] ram_data = {RAM_WIDTH{1'b0}};
  always @(posedge clka) begin
    if (wea)
      BRAM[addra] <= dina;
    if (enb)
      ram_data <= BRAM[addrb];
  end
  generate
    if (RAM_PERFORMANCE == "LOW_LATENCY") begin: no_output_register
       assign doutb = ram_data;
    end else begin: output_register
      reg [RAM_WIDTH-1:0] doutb_reg = {RAM_WIDTH{1'b0}};
      always @(posedge clka)
        if (rstb)
          doutb_reg <= {RAM_WIDTH{1'b0}};
        else if (regceb)
          doutb_reg <= ram_data;
      assign doutb = doutb_reg;
    end
  endgenerate
endmodule
File: flow/run.sh
#!/bin/bash
# OpenROAD 26Q1-2900-gdf79404cd8, Yosys 0.63+post, stock flow scripts
make -C /OpenROAD-flow-scripts/flow DESIGN_CONFIG=/design/flow/config.mk WORK_HOME=/design/flow/orfs finish
File: flow/constraint.sdc
current_design BRAM_SDP_1C

set clk_period 82.0
set clk_io_pct 0.2

create_clock -name clk0 -period $clk_period [get_ports {clka}]

set non_clock_inputs [all_inputs -no_clocks]
set_input_delay [expr $clk_period * $clk_io_pct] -clock clk0 $non_clock_inputs
set_output_delay [expr $clk_period * $clk_io_pct] -clock clk0 [all_outputs]
File: flow/config.mk
export PLATFORM = sky130hd
export DESIGN_NAME = BRAM_SDP_1C
export DESIGN_NICKNAME = BRAM_SDP_1C
export VERILOG_FILES = /design/flow/design.v
export SDC_FILE = /design/flow/constraint.sdc
export NUM_CORES = 4
export LEC_CHECK = 1
export CORE_UTILIZATION = 30
export SYNTH_MEMORY_MAX_BITS = 65536
==> out/summary.txt <==
clk buf depth = 6
Die H = 1450 um
share of layout cells above drive strength 1 = 0.284
post-place setup slack = 56270 ps
number of max-slew violations in the final report = 14
number of rows in the core area = 532
global-route usage over all layers = 0.207
total power = 17.5 mW
register clock-pin slew on the reported worst setup and hold paths = 60 ps
post-CTS setup buffers = 0
launch point of the worst reg-to-reg path = BRAM[390][9]
count of cells along the worst register-to-register path = 8
number of global-route vias before repair = 348000
routed vias/inst = 5.21
synthesis-stage register bit count = 16400
classification of the worst setup path = input pin to flip-flop
leak pwr = 227 nW
CP arrival = 25450 ps
Root Buffer = sky130_fd_sc_hd__clkbuf_16
number of I/O port buffers = 56
Layout Cells excl Fill = 61100
total gr overflow = 0
count of distinct cell types in the synthesized netlist = 82
Worst Setup Slack, final = 57710 ps
wire length per cell after detailed routing = 33.6 um
Synth warnings = 1
DRC violation count after routing = 0
leading register cell type out of synthesis = sky130_fd_sc_hd__edfxtp_1
violations in the final reports = antenna rules, capacitance limit, slew limit
global-route wire length before repair = 2790000 um
Final HPWL DP = 1300000 um
Slew HR = -0.113
count of hold-fix buffers inserted at cts = 0
Period Utilization, post-route = 0.296
Initial DRT Pass Iterations = 6
Hold Path Stages = 2
cell count after synthesis = 28900
data required time of the critical path = 83160 ps
count of maximum capacitance violations = 6
die outline area = 2110000 um2
number of cells after detailed placement = 57700
area delta synth->final = 16.0%
Setup Skew = 167 ps
final hold violation count = 0
number of endpoints failing setup at the final stage = 0
H-tree lvl count = 7
TritonCTS Buffers = 1679
clk sink count = 16400
wirelength, routed = 2050000 um
IR Drop Worst-Case VDD = 0.0000213 V
highest achievable clock rate = 0.0412 GHz
Yosys Chip Area = 632000 um2
Latency at later pin = 1470 ps
maximum number of pins on one net before global-route repair = 137
hold path start = output_register.doutb_reg[3]
number of enable flip-flop cells = 16400
Worst setup EP type = flip-flop
CTS resizes = 0
flip-flop count of the largest register after layout = 16400
startpoint type of the worst setup path = input pin
core footprint = 2100000 um2
terminating pin of the worst hold path = output_register.doutb_reg[3]
total power per unit cell area = 23.9 nW/um2
count of warning messages emitted by the tools = 43
capture point of the worst reg-to-reg path = ram_data[9]
maximum net fanout on the critical path = 84
number of cell instances after yosys synthesis = 28900
antenna violations before repair = 257
starting DRC count in detailed routing = 22900
Placer Congestion = 0.928
sequential-to-total area share from yosys stat = 0.780
share of flip-flops with an asynchronous set or reset after synthesis = 0
Syn Area/Cell = 21.9 um2
count of nets left with antenna violations after detail routing = 1
path category of the worst min-delay check = flip-flop to flip-flop
vias post-DR = 319000
actual slew at the worst max-slew pin = 1650 ps
Layout Utilization = 0.349
Setup TNS = 0 ps
setup repair after global routing missed its margin = no
run status = complete, but fails checks
width of the die = 1450 um
slack of the worst reg-to-reg path = 76920 ps
minimum period implied by the final worst setup slack = 24290 ps
I/O pin count = 57
cell area after technology mapping = 632000 um2
CTS tree = built
initial core utilization = 0.301
[layout by cell type, fill, tap and decap left out, types with 31 or more instances in the layout]
cell                         synthesis  final
sky130_fd_sc_hd__mux2_2             60     60
sky130_fd_sc_hd__nand3_1           236    212
sky130_fd_sc_hd__nor3_1            167    137
sky130_fd_sc_hd__a221oi_1           63     60
sky130_fd_sc_hd__o22ai_1           466    461
sky130_fd_sc_hd__diode_2             0    454
sky130_fd_sc_hd__nor2_1           1239    748
sky130_fd_sc_hd__a32oi_1            32     31
sky130_fd_sc_hd__and2_1             37     33
sky130_fd_sc_hd__nor4_2              0     34
sky130_fd_sc_hd__nor2_2              0    474
sky130_fd_sc_hd__buf_12              6     47
sky130_fd_sc_hd__clkbuf_16           0   1699
sky130_fd_sc_hd__mux4_2           3629   3629
sky130_fd_sc_hd__clkinv_1            2    381
sky130_fd_sc_hd__o21ai_0           263    248
sky130_fd_sc_hd__buf_4             281   2458
sky130_fd_sc_hd__o211ai_1           66     66
sky130_fd_sc_hd__nand4_1            55     55
sky130_fd_sc_hd__a31oi_1           125    120
sky130_fd_sc_hd__clkinvlp_4          0     40
sky130_fd_sc_hd__o221ai_1          416    416
sky130_fd_sc_hd__and3_1             65     65
sky130_fd_sc_hd__edfxtp_1        16400  16400
sky130_fd_sc_hd__bufinv_16           0    136
sky130_fd_sc_hd__clkbuf_1          643    331
sky130_fd_sc_hd__a311oi_1           38     31
sky130_fd_sc_hd__a211oi_1           79     66
sky130_fd_sc_hd__mux2i_1          1606   1605
sky130_fd_sc_hd__a22oi_1           334    333
sky130_fd_sc_hd__a22o_1             34     34
sky130_fd_sc_hd__a21oi_1           463    456
sky130_fd_sc_hd__nand2_1           813    774
sky130_fd_sc_hd__clkinv_2            0    301
[cells in the mapped netlist (60+ instances only)]
library cell | n | share of area
sky130_fd_sc_hd__edfxtp_1 | 16400 | 0.78
sky130_fd_sc_hd__mux4_2 | 3629 | 0.13
sky130_fd_sc_hd__mux2i_1 | 1606 | 0.025
sky130_fd_sc_hd__nor2_1 | 1239 | 0.0074
sky130_fd_sc_hd__nand2_1 | 813 | 0.0048
sky130_fd_sc_hd__clkbuf_1 | 643 | 0.0038
sky130_fd_sc_hd__o22ai_1 | 466 | 0.0046
sky130_fd_sc_hd__a21oi_1 | 463 | 0.0037
sky130_fd_sc_hd__buf_2 | 433 | 0.0034
sky130_fd_sc_hd__o221ai_1 | 416 | 0.0058
sky130_fd_sc_hd__a22oi_1 | 334 | 0.0040
sky130_fd_sc_hd__buf_4 | 281 | 0.0033
sky130_fd_sc_hd__o21ai_0 | 263 | 0.0021
sky130_fd_sc_hd__buf_6 | 246 | 0.0044
sky130_fd_sc_hd__nand3_1 | 236 | 0.0019
sky130_fd_sc_hd__nor3_1 | 167 | 0.0013
sky130_fd_sc_hd__buf_1 | 156 | 0.00093
sky130_fd_sc_hd__a31oi_1 | 125 | 0.0012
sky130_fd_sc_hd__a211oi_1 | 79 | 0.00094
sky130_fd_sc_hd__o211ai_1 | 66 | 0.00078
sky130_fd_sc_hd__and3_1 | 65 | 0.00064
sky130_fd_sc_hd__a221oi_1 | 63 | 0.00087
sky130_fd_sc_hd__nor4_1 | 62 | 0.00061
sky130_fd_sc_hd__mux2_2 | 60 | 0.0011
[worst max-delay path by stage]
stage	start	endpoint	slack, ps
finish	addrb[0]	ram_data[15]	57710
global route	addrb[0]	ram_data[15]	57200
CTS	addrb[0]	ram_data[15]	57600
[stage by stage]
stage / instance area, um2 / hold slack, ps
after global placement: 679000 / 494
after detailed placement: 680000 / 490
after CTS: 732000 / 505
after global routing: 733000 / 543
after floorplan: 632000 / 437
final: 733000 / 497
[critical path: stages]
cell and delay, ps:
sky130_fd_sc_hd__buf_16 300, sky130_fd_sc_hd__buf_4 590, sky130_fd_sc_hd__buf_4 670, sky130_fd_sc_hd__buf_4 670, sky130_fd_sc_hd__buf_4 380, sky130_fd_sc_hd__buf_4 460
sky130_fd_sc_hd__buf_4 510, sky130_fd_sc_hd__buf_4 570, sky130_fd_sc_hd__buf_4 680, sky130_fd_sc_hd__buf_12 520, sky130_fd_sc_hd__mux2i_1 180, sky130_fd_sc_hd__o221ai_1 340
sky130_fd_sc_hd__o22ai_1 170, sky130_fd_sc_hd__o21ai_0 330, sky130_fd_sc_hd__o211ai_1 460, sky130_fd_sc_hd__buf_4 300, sky130_fd_sc_hd__o21ai_0 750, sky130_fd_sc_hd__a21oi_1 370
sky130_fd_sc_hd__buf_4 310, sky130_fd_sc_hd__nand4_1 80
[routing by layer]
layer  up-vias  part of all wire  global-route usage
li1     128000                 -                   -
met1    159000              0.26               0.172
met2     26600              0.44               0.288
met3      4724              0.23               0.218
met4       386             0.066               0.110
met5         -            0.0070              0.0596
[power breakdown]
part / internal [mW] / total, mW / switching [mW]
Sequential: 9.24 / 9.24 / 0.00757
Combinational: 0.287 / 0.955 / 0.668
Clock: 4.21 / 7.33 / 3.13
Total: 13.7 / 17.5 / 3.80
[area by class of cell]
class                    count  area [um2]
inverters                    8        62.6
diodes                     454        1140
fillers                 189000     1370000
well taps                28000       35100
repair buffers            2582       20400
clock inverters            918        8060
multi-input cells        10700      132000
clock buffers             2040       43900
flip-flops and latches   16400      493000
[cells by family (layout without fill, tap and decap cells)]
family | Yosys count | count (layout) | synth area share
DFF | 16400 | 16400 | 0.780
muxes | 5300 | 5300 | 0.156
and+or+nand+nor | 2820 | 2820 | 0.0192
AOI/OAI and AO/OA | 2576 | 2576 | 0.0281
buffers and inverters | 1787 | 5548 | 0.0165
other | 0 | 454 | 0
No activity file was given, so power comes from the tool's default toggle rates.
