File: flow/config.mk
export PLATFORM = sky130hd
export DESIGN_NAME = BRAM_SP_NC
export DESIGN_NICKNAME = BRAM_SP_NC
export VERILOG_FILES = /design/flow/design.v
export SDC_FILE = /design/flow/constraint.sdc
export NUM_CORES = 4
export LEC_CHECK = 1
export CORE_UTILIZATION = 30
export SYNTH_MEMORY_MAX_BITS = 65536
File: flow/constraint.sdc
current_design BRAM_SP_NC

set clk_period 55.8
set clk_io_pct 0.2

create_clock -name clk0 -period $clk_period [get_ports {clka}]

set non_clock_inputs [all_inputs -no_clocks]
set_input_delay [expr $clk_period * $clk_io_pct] -clock clk0 $non_clock_inputs
set_output_delay [expr $clk_period * $clk_io_pct] -clock clk0 [all_outputs]
File: flow/design.v
package definesPkg;
    parameter NUM_PE        = 16;            
    parameter MAX_N         = 256;  
    parameter MAX_M         = 256;  
    parameter MAX_NoP       = MAX_N/NUM_PE;  
    localparam NZL_HA_BW    = $clog2(MAX_NoP*MAX_M);     
    localparam MAX_CNT      = (MAX_N>MAX_M)? (MAX_N):(MAX_M);
    localparam NT_BW        = $clog2(MAX_M+1);
    parameter sig_width     = 7;
    parameter exp_width     = 8;
    parameter ieee_compliance = 0;
    localparam WEIGHT_BW    = 1 + exp_width + sig_width;
    localparam ACT_BW       = 1 + exp_width + sig_width;
    localparam ACC_BW       = 1 + exp_width + sig_width;
    localparam DATA_BYTE    = 2;     
    localparam PROC_BW      = 4;
    localparam NUM_FUNC     = 4;
    localparam CFG_BW       = PROC_BW + NT_BW + $clog2(MAX_M) + $clog2(NUM_FUNC) + $clog2(MAX_CNT)*3 + $clog2(MAX_N);  
    typedef enum logic [PROC_BW-1:0]  { PROC_IDLE,
                                        PROC_MxV,
                                        PROC_MTxV,
                                        PROC_VXV,
                                        PROC_MxV_SP,
                                        PROC_MTxV_SP,
                                        PROC_VXV_SP} PROC_t;
    typedef enum logic [$clog2(NUM_FUNC)-1:0] { FUNC_NONE,
                                                FUNC_ReLU,
                                                FUNC_sigmoid,
                                                FUNC_tanh} FUNC_t;
    typedef struct packed {
        PROC_t                              proc;
        logic [NT_BW-1:0]                   nt;
        logic [$clog2(MAX_M)-1:0]           t;
        FUNC_t                              func;
        logic [$clog2(MAX_CNT)-1:0]         cnt0;
        logic [$clog2(MAX_CNT)-1:0]         cnt1;
        logic [$clog2(MAX_CNT)-1:0]         cnt2;
        logic [$clog2(MAX_N)-1:0]           n1;
    } cfg_t;
endpackage
module BRAM_SP_NC #(
  parameter RAM_WIDTH = 16,                        
  parameter RAM_DEPTH = 1024,                      
  parameter RAM_PERFORMANCE = "HIGH_PERFORMANCE",  
  parameter INIT_FILE = ""                         
) (
  input [$clog2(RAM_DEPTH)-1:0] addra,   
  input [RAM_WIDTH-1:0] dina,            
  input clka,                            
  input wea,                             
  input ena,                             
  input rsta,                            
  input regcea,                          
  output [RAM_WIDTH-1:0] douta           
);
  reg [RAM_WIDTH-1:0] BRAM [RAM_DEPTH-1:0];
  reg [RAM_WIDTH-1:0] ram_data = {RAM_WIDTH{1'b0}};
  generate
    if (INIT_FILE != "") begin: use_init_file
      initial
        $readmemh(INIT_FILE, BRAM, 0, RAM_DEPTH-1);
    end else begin: init_bram_to_zero
      integer ram_index;
      initial
        for (ram_index = 0; ram_index < RAM_DEPTH; ram_index = ram_index + 1)
          BRAM[ram_index] = {RAM_WIDTH{1'b0}};
    end
  endgenerate
  always @(posedge clka)
    if (ena)
      if (wea)
        BRAM[addra] <= dina;
      else
        ram_data <= BRAM[addra];
  generate
    if (RAM_PERFORMANCE == "LOW_LATENCY") begin: no_output_register
       assign douta = ram_data;
    end else begin: output_register
      reg [RAM_WIDTH-1:0] douta_reg = {RAM_WIDTH{1'b0}};
      always @(posedge clka)
        if (rsta)
          douta_reg <= {RAM_WIDTH{1'b0}};
        else if (regcea)
          douta_reg <= ram_data;
      assign douta = douta_reg;
    end
  endgenerate
endmodule
File: flow/run.sh
#!/bin/bash
# OpenROAD 26Q1-2900-gdf79404cd8, Yosys 0.63+post, stock flow scripts
make -C /OpenROAD-flow-scripts/flow DESIGN_CONFIG=/design/flow/config.mk WORK_HOME=/design/flow/orfs finish
==> impl_metrics.csv <==
group,metric,value,unit
synthesis,ys_types,55,
cts,h-tree-depth,7,
flow_run,openroad.warnings,76,
sta,finalClockSkew,158,ps
sta,min_period_over_period,36.1,%
hold_path,hp-class,"reg2reg",
sta,finalHoldViolCount,0,
finish,final_layout_top_logic_cells,"16400 x edfxtp_1, 5546 x mux2i_1, 2337 x buf_4",
route,drt_pre_antenna_iters,6,
route,drt-met1-wl,528,mm
floorplanning,row_count,530,
synthesis,synthesis.area,627000,um2
route,detail_route.vias_per_cell,5.09,
pwr,ir_drop,0.0326,mV
synthesis,yosysSeqAreaShare,78.7,%
cts,path_clk_slew,60,ps
sta,fin_crit,20170,ps
finish,fin_util,34.8,%
route,dr.max_layer_used,"met5",
floorplanning,core,2080000,um2
synthesis,synth-edff-count,16400,
cts,cts_setup_buffers,0,
cts,cts_tree,"built",
sta,maxSlewHeadroom,-18.3,%
route,wirelength,1880,mm
cts,clk-insertion-delay-late,1360,ps
critical_path,ff2ff_setup_slack,50660,ps
critical_path,critical_path_arrival,21220,ps
floorplanning,dieWidth,1.45,mm
sta,tightest_slew,1770,ps
status,violations,"capacitance limit, slew limit",
route,num_vias,322000,
flow_run,maxCapViolations,8,
route,ant_nets,0,
synthesis,yosys_cells,31800,
critical_path,path_max_fanout,83,
placement,post-dp-hpwl,1160,mm
synthesis,synth_cells,31800,
synthesis,ys.flops,16400,
pwr,p_leak,236,nW
cts,clock_sinks,16400,
finish,nFillCells,189000,
floorplanning,fp_util,30.1,%
cts,hold_buffers,0,
global_routing,antenna_found_initial,187,
global_routing,grt_max_degree,145,
floorplanning,pin_count,47,
synthesis,ff_type,"edfxtp_1",
sta,rsz0062_at_grt,"false",
cts,cts_buffer_depth,6,
critical_path,crit_path_end_kind,"register",
global_routing,globalRouteTotalUtil,18.9,%
critical_path,critPathLaunchType,"primary input",
pwr,power_per_cell_area,35.0,nW/um2
critical_path,cp.required,56860,ps
synthesis,yosys_area,627000,um2
route,met2_length,844,mm
finish,syn_to_final_growth,15.7,%
finish,largest_register_ffs,16400,
finish,final_common_cell,"edfxtp_1",
critical_path,worstSetupPathType,"in2reg",
sta,fmax,49.6,MHz
synthesis,yosys_warnings,1,
floorplanning,die_h,1.45,mm
synthesis,avgSynthCellArea,19.7,um2
cts,clockRootBuffer,"clkbuf_16",
placement,gp_congestion,0.918,
status,status,"finished, violations left",
synthesis,async_reset_ff_share,0,%
cts,cts_made_buffers,1667,
route,drc,0,
finish,drive_gt1_share,17.7,%
sta,setup_tns,0,ps
cts,cts-resized-gates,0,
global_routing,grt_pass1_vias,345000,
global_routing,grt_pass1_wl,2600,mm
route,met3_length,401,mm
sta,finalSetupViolations,0,
floorplanning,die-area,2090000,um2
global_routing,grt.overflow.total,0,
route,drt_iter0_markers,21800,
sta,final_max_slew_viol_count,106,
route,wl_per_cell,29.6,um
placement,io_buffers,46,
-- per-stage QoR --
step	power [mW]	cell area [um2]	std cells	setup slack [ps]	hold slack [ps]
5_1_grt	26.0	724000	63100	35150	526
3_3_place_gp	15.0	672000	59900	34770	481
3_5_place_dp	15.0	672000	59900	34820	490
2_1_floorplan	14.4	627000	31800	41560	437
6_report	25.4	725000	63300	35630	497
4_1_cts	25.5	724000	62900	36250	504
-- logic make-up after synthesis --
kind of cell	after synthesis	share of synthesized area (%)
AND-OR/OR-AND	3668	3.90
buffers and inverters	1978	1.37
flip-flops	16400	78.7
multiplexers	7066	14.1
AND/OR/NAND/NOR	2685	1.98
-- path summary, 6_finish.rpt --
kind | startpoint | endpoint | depth (start not counted)
worst max register to register | BRAM[487][4]$_DFFE_PP_ | ram_data[4]$_DFFE_PP_ | 7
worst max-delay path | addra[1] | ram_data[4]$_DFFE_PP_ | 18
worst min register to register | output_register.douta_reg[11]$_SDFFE_PP0P_ | output_register.douta_reg[11]$_SDFFE_PP0P_ | 2
worst min-delay path | output_register.douta_reg[11]$_SDFFE_PP0P_ | output_register.douta_reg[11]$_SDFFE_PP0P_ | 2
-- where the power goes --
group / switching (mW) / leakage (nW) / internal, mW
registers: 0.00479 / 147 / 13.6
clock network: 4.53 / 25.2 / 6.14
logic: 0.808 / 63.1 / 0.339
total: 5.34 / 236 / 20.0
-- per-layer routing --
metal | vias to the layer above | GRT usage (%)
met3 | 3837 | 18.8
met1 | 159000 | 16.9
met2 | 22600 | 27.3
met4 | 278 | 8.02
met5 | - | 3.61
li1 | 136000 | -
-- critical path, cell delays in order --
cell	delay [ps]
buf_16	170
buf_4	470
buf_4	670
buf_4	550
buf_4	560
buf_4	490
buf_4	490
buf_4	560
buf_12	450
buf_4	660
mux2i_1	310
o22ai_1	170
nor4_1	890
buf_4	240
a31oi_1	340
nand4_1	450
nand4_1	1290
or3_1	830
-- synth_stat cells (264+ instances only) --
| cell | instances | area share [%] |
|---|---|---|
| edfxtp_1 | 16400 | 79 |
| mux2i_1 | 5546 | 8.9 |
| o22ai_1 | 2130 | 2.1 |
| mux4_2 | 1395 | 5.0 |
| nor2_1 | 1332 | 0.80 |
| clkbuf_1 | 893 | 0.53 |
| buf_2 | 687 | 0.55 |
| o21ai_0 | 443 | 0.35 |
| nor3_1 | 395 | 0.32 |
| a22oi_1 | 373 | 0.45 |
| o2111ai_1 | 361 | 0.50 |
| buf_1 | 336 | 0.20 |
| nor4_1 | 334 | 0.33 |
| nand2_1 | 264 | 0.16 |
-- layout make-up --
type	count	area (um2)	area share, %
tap	27700	34600	4.78
antenna	440	1100	0.152
timing repair buffer	2427	19000	2.62
clock inverter	896	7900	1.09
clock buffer	2042	43500	6.00
sequential	16400	493000	68.0
multi-input combinational	13400	126000	17.4
inverter	2	10.0	0.00138
Power and IR drop assume default switching activity.
