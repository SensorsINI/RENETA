`design/flow/run.sh`:
```
#!/bin/bash
# OpenROAD 26Q1-2900-gdf79404cd8, Yosys 0.63+post, stock flow scripts
make -C /OpenROAD-flow-scripts/flow DESIGN_CONFIG=/design/flow/config.mk WORK_HOME=/design/flow/orfs finish
```
`design/flow/config.mk`:
```
export PLATFORM = sky130hd
export DESIGN_NAME = FIFO_STD
export DESIGN_NICKNAME = FIFO_STD
export VERILOG_FILES = /design/flow/design.v
export SDC_FILE = /design/flow/constraint.sdc
export NUM_CORES = 4
export LEC_CHECK = 1
export CORE_UTILIZATION = 40
```
`design/flow/constraint.sdc`:
```
current_design FIFO_STD

set clk_period 4.2
set clk_io_pct 0.2

create_clock -name clk0 -period $clk_period [get_ports {clk}]

set non_clock_inputs [all_inputs -no_clocks]
set_input_delay [expr $clk_period * $clk_io_pct] -clock clk0 $non_clock_inputs
set_output_delay [expr $clk_period * $clk_io_pct] -clock clk0 [all_outputs]
```
`design/flow/design.v`:
```
package definesPkg;
    parameter NUM_PE        = 16;            
    parameter MAX_N         = 256;  
    parameter MAX_M         = 256;  
    parameter MAX_NoP       = MAX_N/NUM_PE;  
    localparam NZL_HA_BW    = $clog2(MAX_NoP*MAX_M);     
    localparam MAX_CNT      = (MAX_N>MAX_M)? (MAX_N):(MAX_M);
    localparam NT_BW        = $clog2(MAX_M+1);
    parameter sig_width     = 7;
    parameter exp_width     = 8;
    parameter ieee_compliance = 0;
    localparam WEIGHT_BW    = 1 + exp_width + sig_width;
    localparam ACT_BW       = 1 + exp_width + sig_width;
    localparam ACC_BW       = 1 + exp_width + sig_width;
    localparam DATA_BYTE    = 2;     
    localparam PROC_BW      = 4;
    localparam NUM_FUNC     = 4;
    localparam CFG_BW       = PROC_BW + NT_BW + $clog2(MAX_M) + $clog2(NUM_FUNC) + $clog2(MAX_CNT)*3 + $clog2(MAX_N);  
    typedef enum logic [PROC_BW-1:0]  { PROC_IDLE,
                                        PROC_MxV,
                                        PROC_MTxV,
                                        PROC_VXV,
                                        PROC_MxV_SP,
                                        PROC_MTxV_SP,
                                        PROC_VXV_SP} PROC_t;
    typedef enum logic [$clog2(NUM_FUNC)-1:0] { FUNC_NONE,
                                                FUNC_ReLU,
                                                FUNC_sigmoid,
                                                FUNC_tanh} FUNC_t;
    typedef struct packed {
        PROC_t                              proc;
        logic [NT_BW-1:0]                   nt;
        logic [$clog2(MAX_M)-1:0]           t;
        FUNC_t                              func;
        logic [$clog2(MAX_CNT)-1:0]         cnt0;
        logic [$clog2(MAX_CNT)-1:0]         cnt1;
        logic [$clog2(MAX_CNT)-1:0]         cnt2;
        logic [$clog2(MAX_N)-1:0]           n1;
    } cfg_t;
endpackage
import definesPkg::*;
module FIFO_STD #(
    parameter WIDTH = 16,
    parameter DEPTH = 4,
    parameter FWFT  = 0,                     
    localparam PTR_BW = $clog2(DEPTH),
    localparam CNT_BW = $clog2(DEPTH+1)
) (
    input  logic                clk,
    input  logic                rstn,
    input  logic                push,
    input  logic                pop,
    output logic                empty,
    output logic                full,
    input  logic [WIDTH-1:0]    din,
    output logic [WIDTH-1:0]    dout
);
    logic [WIDTH-1:0]           ram[0:DEPTH-1];
    logic [PTR_BW-1:0]          rd_ptr;
    logic [PTR_BW-1:0]          wr_ptr;
    logic [CNT_BW-1:0]          cnt;
    always_ff @(posedge clk) begin
        if (!rstn) begin
            rd_ptr <= 0;
        end else if (pop) begin
            rd_ptr <= rd_ptr + 1;
        end
    end
    always_ff @(posedge clk) begin
        if (!rstn) begin
            wr_ptr <= 0;
        end else if (push) begin
            wr_ptr <= wr_ptr + 1;
        end
    end
    generate
        if (FWFT == 0) begin:   output_register
            always_ff @(posedge clk) begin
                if (!rstn) begin
                    dout <= '0;
                end else if (pop) begin
                    dout <= ram[rd_ptr];
                end
            end
        end else begin:         no_output_register
            assign dout = ram[rd_ptr];
        end
    endgenerate
    always_ff @(posedge clk) begin
        if (push) begin
            ram[wr_ptr] <= din;
        end
    end
    always_ff @(posedge clk) begin
        if (!rstn) begin
            cnt <= 0;
        end else if (pop && !push) begin
            cnt <= cnt - 1;
        end else if (push && !pop) begin
            cnt <= cnt + 1;
        end
    end
    assign empty = (cnt == 0);
    assign full = (cnt == DEPTH);
endmodule
```
==> results.toml <==
# yosys + openroad results
[setup_path]
regToRegStartpoint = "wr_ptr[0]"
cp.arrival_ps = 2810
cp.required_ps = 4470
worst-setup-path-type = "in -> reg"
r2r-end = "ram[2][2]"
worst_setup_path_start_kind = "primary input"
r2r_slack_ps = 2640
end_kind = "register"
startpoint = "pop"
r2r_cells = 4
crit_fanout = 21

[grt]
grt_use_total_pct = 15.17
grt_pass1_wl_mm = 9.218
antenna_found_initial = 0
grt_pass1_vias = 1738
grt_max_degree = 34
grt-ovfl-total = 0

[die]
row_count = 33
fp.dieW_um = 94.66
core_mm2 = 0.008258
io_pins = 38
fp-utilization_pct = 41.59
die_area_mm2 = 0.008961
fp.dieH_um = 94.66

[sta]
timing.fmax_mhz = 392.8
hold_viol = 0
finalClockPeriodUsage_pct = 60.61
maxSlewViolCount = 0
relSlewSlack_pct = 55.86
setup_viol = 0
period_needed_ps = 2546
holdWs_ps = 506.7
tns_ps = 0
max_slew.worst_pin.slew_ps = 660.1
skew_ps = 9.465
rsz0062_at_grt = "false"

[clock_network]
cts-resized-gates = 0
clock-sinks = 87
cts_root_buffer = "clkbuf_8"
clkTransAtPathRegs_ps = 80
cts_tree = "yes"
clk_latency_ps = 340
clockBufferDepth = 2
htreeDepth = 3
cts_inserted_buffers = 9
hold_buffers = 0
cts_setup_buffers = 0

[synthesis]
yosysUniqueCellTypes = 26
syn_area_mm2 = 0.003435
postSynthCellCount = 200
ys_warn_count = 1
avgSynthCellArea_um2 = 17.17
synth_seq_share_pct = 69.36
synth_stat.cells = 200
area_leaders = "edfxtp_1 56%, dfxtp_1 13%, mux2i_1 9.6%"
ys_chip_area_mm2 = 0.003435
yosysTopAreaCellShare_pct = 55.96
synth_flops = 87
largest_area_cell = "edfxtp_1"

[final_layout]
drive_gt1_share_pct = 13.25
num-fill-cells = 709
area_growth_pct = 19.09
fin_area_mm2 = 0.004090

[place]
place_congestion = 0.7361
place_hpwl_mm = 3.402
io_buffers = 37
placed_area_mm2 = 0.003882

[job]
warnings = 28
cap_viol_max_count = 0

[drt]
num_antenna_cells = 0
dr.pass1.iters = 4
ant_nets = 0
vias_per_cell = 4.949
dr_total_vias = 1752
drc = 0
drt_iter0_markers = 59
post_drt_wl_per_cell_um = 16.26
wl_mm = 5.755

[pwr]
power_leakage_nw = 1.342
cellPowerDensity_mw_per_mm2 = 436.7
ir_drop_v = 0.0002390

[hold_path]
hold_path_end = "dout[9]"
min_from = "dout[9]"
hold_depth = 2
hold_path_class = "reg -> reg"

[outcome]
run_status = "finished, final reports clean"
layer usage:
layer  wire length, um  vias up  global-route usage (%)
met4                75        0                   1.263
met2              2787       51                   23.86
li1                  -      852                       -
met5                 0        -                       0
met3               366        5                   5.229
met1              2525      844                   23.15
sequential cells by signal (all words and copies together) (netlist names):
register  flops
cnt           3
ram          64
wr_ptr        2
rd_ptr        2
dout         16
layout make-up:
class,count,area (um2),share of cell area [%]
multi-input cells,96,922.1,22.55
repair buffers,44,422.9,10.34
inverters,6,22.52,0.5506
clock inverters,4,72.57,1.774
flip-flops and latches,87,2384,58.27
well taps,105,131.4,3.212
clock buffers,12,135.1,3.304
critical path, cell delays in order:
cell and delay [ps]:
clkdlybuf4s50_1 450, buf_4 260, ha_1 240, inv_1 60, fa_1 370, xor2_1 150
or3_1 300, a21boi_1 140
cells by family after synthesis:
| family | Yosys count | synth area share [%] |
|---|---|---|
| AND-OR/OR-AND | 19 | 6.412 |
| XOR/XNOR | 5 | 1.275 |
| adder cells (fa/ha/maj) | 6 | 2.404 |
| buffers and inverters | 17 | 3.789 |
| flip-flops | 87 | 69.36 |
| multiplexers | 33 | 9.618 |
| AND/OR/NAND/NOR | 33 | 7.141 |
how the worst max path moves through the flow:
stage | endpoint | slack, ps | depth (start not counted)
finish | cnt[2] | 1650 | 8
global route | cnt[2] | 1520 | 8
CTS | cnt[2] | 1660 | 8
power breakdown:
group / internal, W / total [W] / switching (W) / leakage, nW
Clock: 0.000335 / 0.000602 / 0.000267 / 0.101
Sequential: 0.000975 / 0.000997 / 0.0000217 / 0.778
Combinational: 0.000101 / 0.000187 / 0.0000864 / 0.463
metrics by stage:
stage          cells  utilization, %  power (W)  setup slack (ps)
2_1_floorplan    200               -   0.001122              2112
3_3_place_gp     338           47.02   0.001205              1338
3_5_place_dp     338           47.02   0.001208              1295
4_1_cts          354           49.53   0.001815              1658
5_1_grt          354           49.53   0.001872              1518
6_report         354           49.53   0.001786              1654
layout by cell type (no fill, tap or decap), types with 2 or more instances in the layout:
master | synthesis | routed
and2_1 | 9 | 9
buf_4 | 1 | 7
bufinv_16 | 0 | 2
clkbuf_1 | 1 | 3
clkbuf_8 | 0 | 9
clkdlybuf4s50_1 | 0 | 37
dfxtp_1 | 23 | 22
edfxtp_1 | 64 | 64
ha_1 | 5 | 5
inv_1 | 6 | 6
mux2i_1 | 33 | 33
nand2_1 | 2 | 2
nand3b_1 | 16 | 16
o21ai_0 | 2 | 2
o221ai_1 | 6 | 6
o221ai_2 | 10 | 10
xnor2_1 | 2 | 2
xor2_1 | 3 | 3
Yosys cell counts:
| cell type | number |
|---|---|
| edfxtp_1 | 64 |
| buf_8 | 2 |
| buf_2 | 2 |
| xnor2_1 | 2 |
| inv_1 | 6 |
| o221ai_2 | 10 |
| nand3b_4 | 1 |
| nand3_4 | 1 |
| clkbuf_1 | 1 |
| nor3_1 | 1 |
| ha_1 | 5 |
| buf_6 | 5 |
| o221ai_1 | 6 |
| fa_1 | 1 |
| buf_4 | 1 |
| nand2_1 | 2 |
| a21boi_1 | 1 |
| dfxtp_1 | 23 |
| and2_1 | 9 |
| or3_1 | 1 |
| xor2_1 | 3 |
| o21ai_0 | 2 |
| mux2i_1 | 33 |
| nand3b_1 | 16 |
| and3_1 | 1 |
| nor2b_1 | 1 |
No activity file was given, so power comes from the tool's default toggle rates.
